==> design.v <==
`timescale 1ns / 1ps
module postfix(input [7:0]infix,
					input clk,
					output reg [7:0]postfix);
reg [7:0]in_val[0:50];
reg [7:0]out_val[0:50];
reg [7:0]stack[0:50];
reg [7:0] ch;
reg [7:0] temp;
reg [7:0] op1, op2;
reg [3:0] top = 3'b0;
reg [1:0] ch_pr;
reg [1:0] stacktop_pr;
reg [1:0] ret_val = 2'bZ;
reg [1:0] k = 2'b0;
reg done = 1'b0;
integer i = 0;
integer j = 0;
integer l = 0;
parameter  INIT = 1,
	   GET_INPUT = 2,
	   POP_VAL = 3,
	   CHECK_PRECEDENCE = 4,
	   COMPARE_PRECEDENCE = 5,
	   EMPTY_STACK = 6,
	   EVALUATE = 7;
reg [3:0] p_s = 3'b0;
reg [3:0] n_s = INIT; 
always @ (infix)
begin
	if (infix != "\0")
	begin
	  in_val[l] = infix;
	  l = l + 1;	
	end
	if (infix == "=")
	begin				
		done = 1;
		l = 0;
	end	
end	
always@(posedge clk)
begin 
   if(done == 1)
	begin
	p_s = n_s;
	case(p_s)
		INIT: 
		begin		  		 
        stack[top] = "#" ;
		  n_s = GET_INPUT;
		end
		GET_INPUT: 
		begin
		   if(in_val[i] != "=")
			begin
				ch = in_val[i];
				if(ch == "(") 
				begin										
					top = top+1;
					stack[top] = ch;
					i = i+1; 
					n_s = GET_INPUT; 
				end
				else if (in_val[i] >= "0" && in_val[i] <= "9") 
				begin
					out_val[j] = ch;
					j = j + 1;
					i = i+1; 
					n_s = GET_INPUT; 
				end
				else if(in_val[i] == ")")
				begin
				   n_s = POP_VAL;
				end
				else
				begin
				   n_s = CHECK_PRECEDENCE;
				end				
			end
			else
			begin
			   n_s = EMPTY_STACK;  
			end
		end
		POP_VAL:
		begin
				if(stack[top] != "(")
				begin
					out_val[j] = stack[top];
					top = top-1;
					j = j+1;
	            n_s = POP_VAL;
				end
				else
				begin					
					top = top-1;  
					i = i+1; 				
					n_s = GET_INPUT;
				end								
		end
		CHECK_PRECEDENCE:
		begin
			 if(k <=1)
			 begin
				 if(k == 0)
					temp = stack[top];
				 else
					temp = ch;
				 case(temp)
					"#": ret_val = 'b00;	 
					"(": ret_val = 'b01;	  
					"+": ret_val = 'b10;	  	  
					"-": ret_val = 'b10;
					"*": ret_val = 'b11;
					"%": ret_val = 'b11;
				 endcase	
				 if(k == 0)
					stacktop_pr = ret_val;
				 else
					ch_pr = ret_val;
				 k = k+1;
				 n_s = CHECK_PRECEDENCE;
			end
			else
			begin
				k = 0;
				n_s = COMPARE_PRECEDENCE;
			end
		end
		COMPARE_PRECEDENCE:
		begin
			if(stacktop_pr >= ch_pr)
		   begin
				out_val[j] = stack[top];
				top = top-1;				
				j = j+1;
				n_s = CHECK_PRECEDENCE;
		  end
		  else
		  begin				
				top = top+1;
				stack[top] = ch;
				i = i+1;				
				n_s = GET_INPUT;								
		  end	
		end	
		EMPTY_STACK:
		begin
		  if(stack[top] != "#")      
		  begin
				out_val[j] = stack[top];
				top = top-1;
				j = j+1;
				n_s = EMPTY_STACK; 
		  end
		  else
		  begin		
				i = 0;
				n_s = EVALUATE;
				top=0;
		  end
		end
		EVALUATE:
		begin
			if(i< j)
			begin
			  if(out_val[i] >= "0" && out_val[i] <= "9")
			  begin
			    top = top+1;				 
				 stack[top] = out_val[i];
			  end
			  else 
			  begin
			    op1 = stack[top] - 48;
				 top = top-1;
				 op2 = stack[top] - 48;
				 case(out_val[i])
					 "+": ch = op1 + op2;
					 "-": ch = op2 - op1;
					 "*": ch = op1 * op2;
					 "%": ch = op2 % op1;
				 endcase
				 stack[top] = ch + 48;				 
			  end
			 i = i+1;
			  n_s = EVALUATE;
		end
		else
		begin
		     postfix = stack[top];
		end
	end
  endcase		
end
end
endmodule
==> run.sh <==
#!/bin/bash
# OpenROAD 26Q1-2900-gdf79404cd8, Yosys 0.63+post, stock flow scripts
make -C /OpenROAD-flow-scripts/flow DESIGN_CONFIG=/design/flow/config.mk WORK_HOME=/design/flow/orfs finish
==> config.mk <==
export PLATFORM = sky130hd
export DESIGN_NAME = postfix
export DESIGN_NICKNAME = postfix
export VERILOG_FILES = /design/flow/design.v
export SDC_FILE = /design/flow/constraint.sdc
export NUM_CORES = 4
export LEC_CHECK = 1
export CORE_UTILIZATION = 30
==> constraint.sdc <==
current_design postfix

set clk_period 16.7
set clk_io_pct 0.2

create_clock -name clk0 -period $clk_period [get_ports {clk}]

set non_clock_inputs [all_inputs -no_clocks]
set_input_delay [expr $clk_period * $clk_io_pct] -clock clk0 $non_clock_inputs
set_output_delay [expr $clk_period * $clk_io_pct] -clock clk0 [all_outputs]
==> impl_metrics.json <==
{
  "status": "complete, no violations",
  "floorplan.rows": 139,
  "initial_utilization_pct": 30.3,
  "mappedNetlistArea_um2": 43600,
  "area_growth_syn_to_layout_pct": 16.1,
  "synth-main-ff-cell": "sky130_fd_sc_hd__edfxtp_1",
  "number_of_buffers_inserted_for_hold_repair_after_clock_tree_synthesis": 0,
  "netlist_instances": 3885,
  "design.die.area_um2": 147000,
  "setup.reg_to_reg.worst_slack_ps": 1160,
  "hold_path_start": "ret_val[2]$_DFF_P_",
  "drcViolationCount": 0,
  "finalHoldViolations": 0,
  "grt_start_max_net_pins": 64,
  "worst_ep_arrival_time_ps": 15920,
  "fill_cells": 13890,
  "drv_cap": 0,
  "port_buffers": 16,
  "synth-warning-count": 37,
  "endpoints_left_unconstrained": 414,
  "power.sequential.fraction_pct": 23.4,
  "die_y_um": 383,
  "wl_per_cell_um": 28.2,
  "tritoncts": "done",
  "enable_flop_cells": 629,
  "seq_area_um2": 25200,
  "synthArstFlopShare_pct": 0,
  "first_pass_grt_wire_length_mm": 245,
  "fmax_achieved_mhz": 64.4,
  "synth_top_cell_by_area": "sky130_fd_sc_hd__edfxtp_1",
  "min_period_over_period_pct": 93.1,
  "hold_path_end": "ret_val[2]$_DFF_P_",
  "worstHoldPathCells": 2,
  "cts-buffers-inserted": 71,
  "worst_setup_hold_path_clk_slew_ps": 60,
  "register_pins_left_without_a_clock": 415,
  "synth.avg_cell_area_um2": 11.2,
  "h-tree-depth": 3,
  "dp_hpwl_mm": 121,
  "buffer_levels_on_the_longest_clock_path": 3,
  "net_switching_w": 0.00429,
  "warnings": 52,
  "total_leakage_power_nw": 19.3,
  "clock.latency.late_pin_ps": 700,
  "synth.yosys.num_cells": 3885,
  "die-width_um": 383,
  "detail_route.first_pass.iterations": 19,
  "clock_tree_root_driver_cell": "sky130_fd_sc_hd__clkbuf_16",
  "max_stage_delay_ps": 520,
  "num_vias": 34636,
  "reg2reg_from": "top[1]$_DFFE_PP_",
  "grt_antenna_before_repair": 4,
  "share_comb_of_total_power_pct": 61.2,
  "detail_route.iter0.violations": 3215,
  "power.internal_w": 0.00564,
  "timing.hold.worst.class": "flop to flop",
  "critical_path.startpoint_type": "flop",
  "peakVddDrop_v": 0.000385,
  "post_place_instance_area_um2": 48000,
  "skew_ps": 67.7,
  "final_util_pct": 35.2,
  "io_pins": 17,
  "clock_power_share_pct": 15.4,
  "area.combinational_um2": 17400,
  "stdcell_area_um2": 50600,
  "antenna_left": 0,
  "final_cell_mix": "sky130_fd_sc_hd__edfxtp_1, sky130_fd_sc_hd__dlxtn_1, sky130_fd_sc_hd__buf_4, sky130_fd_sc_hd__a22oi_1, sky130_fd_sc_hd__nand2_1",
  "path_max_fanout": 32,
  "finalCriticalPeriod_ps": 15540,
  "synth.distinct_cells": 112,
  "routabilityCongestion": 1.02,
  "routed_wirelength_mm": 171,
  "cp_slowest_cell": "sky130_fd_sc_hd__or4_1",
  "grt_overflow_total": 0,
  "crit_path_class": "flop to flop",
  "reg2regPathDepth": 81,
  "grt_pass1_vias": 33865,
  "flop_and_latch_count_out_of_synthesis": 1049,
  "fp.coreArea_um2": 144000,
  "slew_headroom_pct": 12.3,
  "via_density_per_instance": 5.71,
  "yosys.stat.chipArea_um2": 43600,
  "capture_point_of_the_worst_reg_to_reg_path": "stack[3][3]$_DFFE_PP_",
  "cp_common_cell": "sky130_fd_sc_hd__ha_1",
  "final_layout_size_suffix_gt1_share_pct": 15.2,
  "crit_path_end_kind": "flop",
  "cp_data_required_time_ps": 17080,
  "finalMaxSlewViolations": 0,
  "netlist.area_leader.share_pct": 43.3,
  "grt_resource_usage_total_pct": 24.2,
  "total_power_density_per_cell_area_nw_per_um2": 196,
  "setup_violations": 0,
  "worstMarginPinSlew_ps": 1280,
  "switching_share_pct": 43.2,
  "yosys-top-cells-area": "sky130_fd_sc_hd__edfxtp_1, sky130_fd_sc_hd__dlxtn_1, sky130_fd_sc_hd__a22oi_1",
  "layout_top_cell": "sky130_fd_sc_hd__edfxtp_1"
}
[cell usage after synthesis, types with 74 or more instances]
| cell | instances |
|---|---|
| sky130_fd_sc_hd__nor2_1 | 223 |
| sky130_fd_sc_hd__inv_1 | 116 |
| sky130_fd_sc_hd__nand4_1 | 94 |
| sky130_fd_sc_hd__a22oi_1 | 288 |
| sky130_fd_sc_hd__nand2_1 | 248 |
| sky130_fd_sc_hd__and3_1 | 179 |
| sky130_fd_sc_hd__nand3_1 | 158 |
| sky130_fd_sc_hd__ha_1 | 127 |
| sky130_fd_sc_hd__o21ai_0 | 95 |
| sky130_fd_sc_hd__dlxtn_1 | 415 |
| sky130_fd_sc_hd__nor3_1 | 81 |
| sky130_fd_sc_hd__a21oi_1 | 141 |
| sky130_fd_sc_hd__edfxtp_1 | 629 |
| sky130_fd_sc_hd__clkbuf_1 | 114 |
| sky130_fd_sc_hd__xnor2_1 | 74 |
[power groups by stage]
stage	registers, W	logic (W)	clock network (W)
after CTS	0.00231	0.00590	0.00156
after global routing	0.00233	0.00665	0.00161
final	0.00232	0.00608	0.00153
[cell families after synthesis]
logic type / synth area share, %
flip-flops: 43.6
AND-OR/OR-AND: 14.6
XOR/XNOR: 2.41
AND/OR/NAND/NOR: 15.4
adder cells (fa/ha/maj): 4.29
multiplexers: 1.96
latches: 14.3
other: 0.00861
buffers and inverters: 3.45
[area by class of cell]
type	count	area share, %
Sequential cell	1049	49.8
Multi-Input combinational cell	2495	34.4
Timing Repair Buffer	370	5.61
Tap cell	1903	4.71
Clock buffer	86	3.64
Inverter	125	0.927
Clock inverter	42	0.873
Antenna cell	1	0.00495
[registers in the layout, summed over array words and instances (netlist names), named ones only]
name         flops
top              4
i               32
j               32
n_s              3
ch               8
k                2
in_val         408
l                6
done             1
ch_pr            2
stacktop_pr      2
ret_val          3
stack          128
postfix          8
out_val        408
[critical path, delay by kind of cell, from the launching register on]
| kind | cells | cell delay (ps) |
|---|---|---|
| compound gates | 40 | 6760 |
| simple gates | 17 | 2960 |
| fa+ha+maj | 9 | 2490 |
| buf+inv | 11 | 1650 |
| mux | 4 | 940 |
| flops | 1 | 400 |
[metrics by stage]
stage / worst slack, ps / power [W] / hold WS (ps) / setup TNS [ps] / cells
floorplan: 107 / 0.00612 / 445 / 0 / 3885
global placement: 408 / 0.00825 / 496 / 0 / 5928
detailed placement: 230 / 0.00820 / 502 / 0 / 5928
CTS: 146 / 0.00977 / 518 / 0 / 6056
global route: -47.4 / 0.0106 / 539 / -2140 / 6070
finish: 1160 / 0.00992 / 518 / 0 / 6071
[metal layers]
layer | share of wire [%] | vias up | GRT usage [%]
li1 | - | 15279 | -
met1 | 38 | 16821 | 31.8
met2 | 43 | 2089 | 34.3
met3 | 14 | 437 | 13.1
met4 | 4.7 | 10 | 8.71
met5 | 0.18 | - | 1.26
[worst max-delay path by stage]
stage	end	start	cells after the start
after CTS	stack[8][7]$_DFFE_PP_	top[1]$_DFFE_PP_	83
final	stack[3][3]$_DFFE_PP_	top[1]$_DFFE_PP_	81
after global routing	stack[6][5]$_DFFE_PP_	top[1]$_DFFE_PP_	84
[timing repair]
| action | CTS | global route |
|---|---|---|
| endpoints found under the setup margin | 0 | 136 |
| buffers inserted | 0 | 13 |
| resized | 0 | 49 |
No activity file was given, so power comes from the tool's default toggle rates.
